<file path="flow/config.mk">
export PLATFORM = sky130hd
export DESIGN_NAME = FIFO
export DESIGN_NICKNAME = FIFO
export VERILOG_FILES = /design/flow/design.v
export SDC_FILE = /design/flow/constraint.sdc
export NUM_CORES = 4
export LEC_CHECK = 1
export CORE_UTILIZATION = 40
</file>
<file path="flow/constraint.sdc">
current_design FIFO

set clk_period 68.3
set clk_io_pct 0.2

create_clock -name clk0 -period $clk_period [get_ports {rd_clk}]
create_clock -name clk1 -period $clk_period [get_ports {wr_clk}]

set non_clock_inputs [all_inputs -no_clocks]
set_input_delay [expr $clk_period * $clk_io_pct] -clock clk0 $non_clock_inputs
set_output_delay [expr $clk_period * $clk_io_pct] -clock clk0 [all_outputs]
</file>
<file path="flow/design.v">
module FIFO # ( parameter integer wr_width = 16,
                      parameter integer rd_width = 8,
                      parameter integer depth= 512,
                      parameter integer width = (wr_width < rd_width)? wr_width : rd_width  )
    (
    input wr_clk,
    input wr_rst,
    input wr_en,
    input [wr_width-1:0] wr_data,
    input rd_clk,
    input rd_rst,
    input rd_en,
    output wire full,
    output wire empty,
    output reg [rd_width-1:0] rd_data,
    output reg rd_valid
    );
    localparam addr_width = $clog2(depth);
    reg [addr_width:0] wr_addr, rd_addr;
    wire [addr_width:0] wr_addr_b2g;
    wire [addr_width:0] rd_addr_b2g;
    reg [addr_width:0] wr_addr_b2g_syn1,wr_addr_b2g_syn2;
    reg [addr_width:0] rd_addr_b2g_syn1,rd_addr_b2g_syn2;
    reg [width-1:0] mem [depth-1:0] ;
    integer w,r;
    localparam k1= wr_width / width;   
    localparam k2= rd_width / width;  
    assign wr_addr_b2g = (wr_addr>>1) ^ wr_addr;
    assign rd_addr_b2g = (rd_addr>>1) ^ rd_addr;
    always@(posedge rd_clk) begin
        if(rd_rst) begin
            wr_addr_b2g_syn1 <= 0;
            wr_addr_b2g_syn2 <= 0;
        end else begin 
            wr_addr_b2g_syn1 <= wr_addr_b2g;
            wr_addr_b2g_syn2 <= wr_addr_b2g_syn1;
        end
    end
    always@(posedge wr_clk) begin
        if(wr_rst) begin
            rd_addr_b2g_syn1 <= 0;
            rd_addr_b2g_syn2 <= 0;
        end else begin 
            rd_addr_b2g_syn1 <= rd_addr_b2g;
            rd_addr_b2g_syn2 <= rd_addr_b2g_syn1;
        end
    end
    assign full = (wr_addr_b2g =={~rd_addr_b2g_syn2[addr_width],rd_addr_b2g_syn2[addr_width-1:0]});
    assign empty = (wr_addr_b2g_syn2[addr_width:0] == rd_addr_b2g[addr_width:0]) ;
    always@(posedge wr_clk) begin
        if (wr_rst) begin
            wr_addr <= 0;
        end else if (wr_en && !full && (wr_addr + k1 <= depth)) begin
            for (w=0; w<k1; w=w+1) begin
                mem[wr_addr+w] <= wr_data[(w+1)*width-1 -: width];
            end
            wr_addr <= wr_addr+k1;
       end
   end
       always@(posedge rd_clk) begin
        if (rd_rst) begin
            rd_addr <= 0;
            rd_data <= 0;
            rd_valid <= 0;
        end else if (!empty && rd_en && (rd_addr + k2 <= depth)) begin
            for (r=0; r<k2; r=r+1) begin
                rd_data[(r+1)*width-1 -: width] <= mem[rd_addr+r];
            end
            rd_addr <= rd_addr+k2;
            rd_valid <=1;
       end
       else 
            rd_valid <=0;
       end
endmodule
</file>
<file path="flow/run.sh">
#!/bin/bash
# OpenROAD 26Q1-2900-gdf79404cd8, Yosys 0.63+post, stock flow scripts
make -C /OpenROAD-flow-scripts/flow DESIGN_CONFIG=/design/flow/config.mk WORK_HOME=/design/flow/orfs finish
</file>
==> flow_summary_export.csv <==
group,metric,value,unit
critical_path,cp-start-kind,"flop",
yosys,synth_cell_types,69,
yosys,yosys_warnings,1,
power,switching_share,22.76,%
clocking,cts_resized,0,
power,p_int,4.420,mW
yosys,ys_chip_area,160800,um^2
yosys,top_cells_by_area,"edfxtp_1, mux4_2, mux2i_1",
timing,finalHoldViolCount,0,
drt,drc_errors,0,
yosys,synth_top_cell_by_area,"edfxtp_1",
global_route,antenna_found_initial,16,
floorplanning,core_area,399700,um^2
yosys,most_common_cell,"edfxtp_1",
floorplanning,rows,232,
power,seq_power_share,49.2,%
layout,final-instance-count-excl-fill,13370,
timing,skew,0.06635,ns
outcome,status,"completed",
drt,vias,76200,
timing,slew_violations,0,
floorplanning,pin_count,33,
yosys,netlist_instances,7158,
timing,whs,0.1726,ns
critical_path,worstSetupEndpointType,"primary output",
power,switchingPower,1.303,mW
layout,drive_gt1_share,28.10,%
global_route,grt_max_degree,92,
global_route,grt_pass1_vias,85540,
yosys,ff_type,"edfxtp_1",
critical_path,worstPathRequired,54.64,ns
clocking,path_clk_slew,0.07,ns
power,power.share.clock,40.0,%
global_route,track_usage,23.42,%
critical_path,critPathMaxStageDelay,0.77,ns
yosys,common_cells,"edfxtp_1, mux4_2, nor2_1",
yosys,syn_area,160800,um^2
timing,setup_violations,0,
floorplanning,chip_area,404400,um^2
clocking,postCtsSetupBuffers,0,
yosys,synth-edff-count,4096,
critical_path,arrival,3.43,ns
drt,ant_nets,0,
drt,initialDrtViolationCount,4861,
placement,portBuffers,31,
power,comb_power_share,10.8,%
critical_path,worst-path-buf-inv,2,
critical_path,crit_type,"reg -> out",
global_route,overflow,0,
yosys,ys_seq_share,77.36,%
clocking,cts_tree,"done",
yosys,yosysTopAreaCellShare,76.51,%
yosys,ys.flops,4164,
critical_path,crit_family,"flip-flops",
drt,via_per_inst,5.698,
clocking,clkSinkCount,4164,
global_route,grt_pass1_wl,612.6,mm
timing,rsz0062_at_grt,"no",
timing,tightest_slew,1.276,ns
floorplanning,die_y,635.9,um
placement,place_congestion,0.8870,
drt,totalWireLength,424.7,mm
yosys,async_flop_share,0,%
timing,relSlewSlack,14.12,%
layout,fillers,31850,
power,leakagePower,56.40,nW
worst_hold_path,hold_path_class,"reg -> reg",
flow_run,tool_warnings,38,
yosys,ys_cells,7158,
clocking,ctsHoldBuffers,1,
floorplanning,initCoreUtil,40.22,%
flow_run,cap_violations,0,
power,vdd_drop_max,0.00002545,V
placement,dpl.hpwl,256.4,mm
critical_path,cpMaxStageDelayCell,"dfxtp_1",
power,power.density,31.21,nW/um^2
layout,syn2layout_area_growth,14.05,%
yosys,syn-mean-instance-area,22.46,um^2
critical_path,cp_cell_sequence,"ha_1, xnor2_1, nand4_1, nor4_1, buf_4, clkdlybuf4s50_1",
critical_path,path_max_fanout,14,
critical_path,ff2ff_setup_slack,61.23,ns
floorplanning,die_x,635.9,um
placement,dp_cells,12580,
drt,dr.pass1.iters,7,
drt,drt-wirelength-per-cell,31.76,um
timing,setup_tns,0,ns
[registers in the layout (all words and copies together), names as in the netlist]
signal	flops
wr_addr	9
rd_addr	10
wr_addr_b2g_syn1	10
rd_valid	1
wr_addr_b2g_syn2	10
rd_addr_b2g_syn2	10
mem	4096
rd_addr_b2g_syn1	10
rd_data	8
[worst paths after layout]
| kind | from | endpoint | cells past startpoint |
|---|---|---|---|
| hold reg to reg | rd_addr[7]$_SDFFE_PP0P_ | rd_addr_b2g_syn1[6]$_SDFF_PP0_ | 2 |
| hold / removal | rd_addr[7]$_SDFFE_PP0P_ | rd_addr_b2g_syn1[6]$_SDFF_PP0_ | 2 |
| setup / recovery | wr_addr[1]$_SDFFE_PP0P_ | full | 6 |
| max in group clk1 | wr_en | mem[424][4]$_DFFE_PP_ | 11 |
| min in group clk0 | wr_addr_b2g_syn1[2]$_SDFF_PP0_ | wr_addr_b2g_syn2[2]$_SDFF_PP0_ | 1 |
| setup reg to reg | rd_addr[0]$_SDFFE_PP0P_ | rd_data[4]$_SDFFE_PP0P_ | 14 |
[final cells by class]
type	instances	area [um^2]	share of cell area (%)
clock inverters	263	2760	1.506
clock buffers	512	10970	5.985
multi-input cells	2579	34000	18.55
flip-flops and latches	4164	124400	67.84
repair buffers	561	4517	2.464
inverters	13	68.82	0.03754
diodes	17	42.54	0.02320
well taps	5265	6588	3.593
[per-layer routing]
metal  GRT usage, %  vias to the layer above  wire, um
li1               -                    31470         -
met1          26.64                    38810    129100
met2          34.15                     5187    200800
met3          19.12                      719     78380
met4          6.638                       22     15900
met5          1.323                        -       567
[stage by stage]
step | worst slack [ns] | util, % | instance area (um^2) | power [mW]
global route | 51.04 | 45.86 | 183300 | 5.899
finish | 51.21 | 45.87 | 183300 | 5.722
CTS | 51.12 | 45.86 | 183300 | 5.774
detailed placement | 50.41 | 42.42 | 169600 | 3.497
global placement | 50.41 | 42.42 | 169600 | 3.496
floorplan | 52.30 | - | 160800 | 3.296
[logic make-up (layout without fill, tap and decap cells)]
kind of cell / count (synthesis) / after routing / share of synthesized area (%)
compound gates: 396 / 396 / 1.746
xor+xnor: 42 / 42 / 0.2288
fa+ha+maj: 28 / 28 / 0.2179
buf+inv: 415 / 1349 / 1.526
flops: 4164 / 4164 / 77.36
mux: 1326 / 1326 / 16.74
other cells: 0 / 17 / 0
simple gates: 787 / 787 / 2.182
[power groups by stage]
stage | registers (mW) | logic, mW | clock network, mW
after CTS | 2.82 | 0.630 | 2.33
after global routing | 2.81 | 0.659 | 2.42
final | 2.82 | 0.615 | 2.29
[cell usage in the layout, fill, tap and decap left out, types with 31 or more instances in the layout]
master,n
nor2_1,324
nand3_1,50
clkbuf_1,86
o22ai_1,43
o21ai_0,36
a21oi_1,56
mux2i_1,222
clkbuf_16,425
a22oi_1,53
clkinv_1,94
nand2_1,210
buf_4,517
nor2b_1,56
mux4_2,1088
and2_1,31
edfxtp_1,4096
nor3_1,34
a211oi_1,52
bufinv_16,51
dfxtp_1,60
clkinv_2,86
[tightest hold or removal path: stages (launching register included)]
cell,delay [ns]
dfxtp_2,0.47
ha_1,0.19
nor2b_1,0.13
Power is estimated from default activity; no workload was simulated.
